==> /design/flow/design.v <==
`timescale 1ns / 1ps
module datamem(
    input        clk,
    input        write,
    input  [7:0] addr,
    input  [7:0] din,
    output [7:0] dout
);
reg [7:0] memory [0:255];
assign dout = memory[addr];
always @(posedge clk) if(write) memory[addr] <= din;
initial begin
    memory[254] = 17;
    memory[255] = 23;
end
endmodule
==> /design/flow/run.sh <==
#!/bin/bash
# OpenROAD 26Q1-2900-gdf79404cd8, Yosys 0.63+post, stock flow scripts
make -C /OpenROAD-flow-scripts/flow DESIGN_CONFIG=/design/flow/config.mk WORK_HOME=/design/flow/orfs finish
==> /design/flow/config.mk <==
export PLATFORM = sky130hd
export DESIGN_NAME = datamem
export DESIGN_NICKNAME = datamem
export VERILOG_FILES = /design/flow/design.v
export SDC_FILE = /design/flow/constraint.sdc
export NUM_CORES = 4
export LEC_CHECK = 1
export CORE_UTILIZATION = 40
==> /design/flow/constraint.sdc <==
current_design datamem

set clk_period 17.5
set clk_io_pct 0.2

create_clock -name clk0 -period $clk_period [get_ports {clk}]

set non_clock_inputs [all_inputs -no_clocks]
set_input_delay [expr $clk_period * $clk_io_pct] -clock clk0 $non_clock_inputs
set_output_delay [expr $clk_period * $clk_io_pct] -clock clk0 [all_outputs]
==> run notes <==
run results: DP Area=0.0824 mm², CTS HTree Levels=4, critical path's top delay family=buffers and inverters, dominant cell type by area after synthesis=edfxtp_1, Largest Register=memory, Top Layer Used=met5, Synthesized registers=2048, biggest regs=memory (2048), Synth area leaders=edfxtp_1 79%, mux4_2 15%, a22oi_1 2.5%, Initial DRC Count=2517, DR WL/cell=28.8 µm, CTS tree=done, yosys warning tally=1, final setup fails=0, Syn Std Cell Area=0.0783 mm², vias=36900, I/O pins=26, YS chip area=0.0783 mm², total length of routed met2 wires=89500 µm, crit share post-route=69.5%, Num CTS Buffers=197, GRT overflow=0, Max-Cap Viols=0, dpl hpwl=109000 µm, total tool warning count=38, global-route usage over all layers=21.2%, worst-margin pin slew=0.956 ns, cts-stage hold buffer count=0, Pre-antenna DRT Iters=5, Synth top cells by count=2048 x edfxtp_1, 512 x mux4_2, 256 x a22oi_1, 232 x nor2_1, 145 x clkbuf_1, Synth-to-Final Area Change=12.9%, Yosys top cell area share=78.5%, Synth Area per Inst=22.1 µm², setup tns final=0 ns, Routed Antenna Nets=0, hold_ws=3.12 ns, slew margin rel.=35.4%, Post-synth ARST share=0%, top_reg_cell synth=edfxtp_1, max reg flops=2048, chip width=445 µm, Post-CTS Setup Bufs=0, status=complete, no violations, max incr delay on CP=0.85 ns, largest net degree at the start of global routing=153, Seq/Total Area, Yosys=78.5%, vias in the first global route=40700, largest fanout on the critical path=65, IO buf count=25, die height=445 µm, register area=0.0615 mm², Reg clk slew, reported paths=0.06 ns, clk root buf=clkbuf_16, critical path capture point type=output pin, chip area=0.198 mm², max-slew violation count=0, Fillers=15900, Mapped Cells=3539, Worst setup SP type=input port, fp util=40.2%, worst path cell trace=buf_8 -> buf_4 -> buf_12 -> buf_4 -> mux4_2 -> a22oi_1 -> a21oi_1 -> o41ai_2 -> buf_4 -> nand4_1 -> clkdlybuf4s50_1, total power=0.00985 W, Longest Clk Path Bufs=3, Leak=26.6 nW, arrival time worst endpoint=8.67 ns, Buf+Inv Stages, Crit Path=6, synth unique cells=21, Placer Congestion=0.871, Via density=5.68, RSZ-0062 raised after global routing=no, post-synthesis cell count from yosys=3539, Finished Core Util=45.4%, Hold Crit Class=input port to flop, Hold Violations, Final=0, Max stage delay cell, worst path=o41ai_2, f_max=82.2 MHz, peak supply drop=0.000101 V, core outline area=0.195 mm², DRC=0, num rows=162, pwr/cell area=111 mW/mm², Synth top cell by count=edfxtp_1, met3 WL=28100 µm, post-CTS resize count=0, first-pass GRT wire length=276000 µm, required time worst endpoint=14.00 ns, clock sinks=2048, MI comb area=0.0159 mm², met1 WL=64400 µm, Crit path top cell by count=buf_4, layout cell share with drive strength beyond 1=25.2%, initial antenna violation count=1, critical path class=input port to output pin, EDFF count, synth=2048, Finished Cell Area=0.0884 mm², clock period minus worst slack=12.17 ns, total routed wirelength=187000 µm
[metal layers]
layer  up-vias  global-route usage (%)
met4         2                    4.50
li1      15400                       -
met2      2081                    31.1
met1     19100                    28.0
met3       261                    14.1
met5         -                   0.293
[layout by cell type, fill, tap and decap left out, drive strengths merged]
master,n
nor2,232
clkdlybuf4s50,15
mux4,512
and2,3
nand2,28
or2,2
buf,182
clkinvlp,3
inv,7
nor3,30
nand3,13
nor2b,7
edfxtp,2048
a22oi,256
nand2b,6
nand4,8
diode,5
bufinv,8
clkbuf,254
o41ai,32
a21oi,128
clkinv,89
or3,1
[cell type report]
type | count | share of cell area, %
inverter | 1 | 0.00425
multi-input combinational | 1258 | 18.0
antenna | 5 | 0.0142
timing repair buffer | 197 | 1.93
clock buffer | 254 | 5.87
tap | 2624 | 3.71
clock inverter | 106 | 0.944
sequential | 2048 | 69.6
[worst paths after layout]
path | start | end | cells past startpoint
worst max-delay path | addr[0] | dout[6] | 11
worst min-delay path | din[7] | memory[173][7]$_DFFE_PP_ | 1
[where the power goes]
group	internal, W	leakage, nW	switching (W)
sequential	0.00541	18.4	0.00000212
clock	0.00221	2.93	0.00178
combinational	0.000156	5.26	0.000295
[stage by stage]
stage                     setup WS [ns]  cells
after global placement             5.16   6128
after CTS                          5.16   6488
after floorplan                    8.76   3539
after global routing               4.98   6489
after detailed placement           5.17   6128
final                              5.33   6493
[cell families after synthesis]
logic type	share of synthesized area, %
mux	14.7
compound gates	3.63
simple gates	1.74
buf+inv	1.40
flops	78.5
Power and IR drop assume default switching activity.

### design/flow/design.v
`timescale 1ns / 1ps
module progmem(
    input  [7:0]  addr    ,
    output [31:0] data_out
);
reg [15:0] memory [0:255]; 
assign data_out = memory[addr];
initial begin
    memory[00] = {15'b000_0000_0000_0000, 5'b0_1000, 4'b0000, 8'b1111_1111};  
    memory[01] = {15'b000_0000_0000_0000, 5'b0_1100, 12'b0000_0000_1010 };  
    memory[02] = {15'b000_0000_0000_0000, 5'b0_1000, 4'b0010, 8'b1111_1101};  
    memory[03] = {15'b000_0000_0000_0000, 5'b0_1100, 12'b0000_0000_0111 };  
    memory[04] = {15'b000_0000_0000_0000, 5'b0_0001, 4'b0110, 4'b0101, 4'b0100      };  
    memory[05] = {15'b000_0000_0000_0000, 5'b0_1010, 4'b0000, 4'b0010, 4'b0110};  
    memory[06] = {15'b000_0000_0000_0000, 5'b0_1111, 12'b1111_1111_1111};  
    memory[07] = {15'b000_0000_0000_0000, 5'b0_1001, 4'b0100, 4'b0000, 4'b0000 };  
    memory[08] = {15'b000_0000_0000_0000, 5'b0_1001, 4'b0101, 4'b0001, 4'b0000 };  
    memory[09] = {15'b000_0000_0000_0000, 5'b0_1101, 12'b0000_0000_0000          };  
    memory[10] = {15'b000_0000_0000_0000, 5'b0_1000, 4'b0001, 8'b1111_1110};  
    memory[11] = {15'b000_0000_0000_0000, 5'b0_1101, 12'b0000_0000_0000          };  
end
endmodule
### design/flow/run.sh
#!/bin/bash
# OpenROAD 26Q1-2900-gdf79404cd8, Yosys 0.63+post, stock flow scripts
make -C /OpenROAD-flow-scripts/flow DESIGN_CONFIG=/design/flow/config.mk WORK_HOME=/design/flow/orfs finish
### design/flow/config.mk
export PLATFORM = sky130hd
export DESIGN_NAME = progmem
export DESIGN_NICKNAME = progmem
export VERILOG_FILES = /design/flow/design.v
export SDC_FILE = /design/flow/constraint.sdc
export NUM_CORES = 4
export LEC_CHECK = 1
export CORE_AREA = 10 10 70 70
export DIE_AREA = 0 0 80 80
### design/flow/constraint.sdc
current_design progmem

set clk_period 1.2
set clk_io_pct 0.2

create_clock -name clk0 -period $clk_period

set non_clock_inputs [all_inputs -no_clocks]
set_input_delay [expr $clk_period * $clk_io_pct] -clock clk0 $non_clock_inputs
set_output_delay [expr $clk_period * $clk_io_pct] -clock clk0 [all_outputs]
==> results_dict.tcl <==
# yosys + openroad results
set metrics [dict create \
    yosys.area.top_type "sky130_fd_sc_hd__buf_4" \
    drc 0 \
    achievable-frequency_mhz 736 \
    cp-start-kind "primary input" \
    crit_path_time_final_ns 1.36 \
    totalNegativeSetupSlack_ns -0.953 \
    run_status "finished with violations" \
    overflow_left_after_global_routing 0 \
    cellLeakagePower_nw 0.479 \
    synth_dominant_cell_count "sky130_fd_sc_hd__buf_4" \
    place.detailed.hpwl_um 1250 \
    syn-instance-count 59 \
    busiest_layer "met2" \
    maxSlewViolCount 0 \
    ys.warnings.count 1 \
    floorplan.core_util_pct 13.0 \
    routedWlPerCell_um 11.6 \
    yosys.stat.seqShare_pct 0 \
    maxCapViolations 0 \
    maximum_number_of_pins_on_one_net_before_global_route_repair 8 \
    ys_top_cells_by_area "sky130_fd_sc_hd__buf_4 27%, sky130_fd_sc_hd__ha_1 17%, sky130_fd_sc_hd__nor2b_1 5.6%" \
    synth.top_cells.by_count "16 x sky130_fd_sc_hd__buf_4, 6 x sky130_fd_sc_hd__ha_1, 4 x sky130_fd_sc_hd__nor2b_1" \
    total_die_area_mm2 0.00640 \
    syn_area_per_cell_um2 7.55 \
    synth-cells-yosys 59 \
    critical_path_class "primary input to output pin" \
    n_antenna_cell 0 \
    detail-route-antenna-nets 0 \
    critical-path-slowest-cell "sky130_fd_sc_hd__ha_4" \
    dr_total_vias 475 \
    total_power_w 0.000307 \
    critical_path.max_stage_delay_ns 0.27 \
    worst-endpoint-arrival_ns 1.12 \
    end_kind "output pin" \
    wl_um 1700 \
    non_filler_cells_in_the_finished_layout 146 \
    power.density_cell_area_mw_per_mm2 313 \
    holdCritStartpoint "addr[2]" \
    core.rowCount 21 \
    syn_to_final_growth_pct 120 \
    required_time_of_the_worst_setup_path_ns 0.96 \
    synth.top_cell.area_share_pct 27.0 \
    die_w_um 80 \
    final-seq-area_um2 0 \
    synthDistinctLibCells 26 \
    rsz_0062_raised_after_global_routing "yes" \
    kind_of_path_behind_the_tightest_hold_check "primary input to output pin" \
    setup_violations 13 \
    first_global_vias 522 \
    grt_util_met2_pct 8.91 \
    clock_buffer_count 0 \
    worst_ir_drop_vdd_mv 0.0613 \
    fill_cells 360 \
    cp_cell_sequence "buf_12 -> inv_6 -> buf_6 -> ha_4 -> nor2b_2 -> o31ai_2 -> buf_2" \
    violated_checks "negative setup slack" \
    numPortBuffers 20 \
    synth-area-yosys_um2 445 \
    die_y_um 80 \
    groute.usage.overall_pct 4.99 \
    post-route-worst-setup-slack_ns -0.160 \
    hold_end "data_out[7]" \
    core_mm2 0.00342 \
    boundaryPins 40 \
    log.warning_count 43 \
    vias_per_cell 3.25 \
    critPathMaxFanout 5 \
    min_period_over_period_pct 113 \
    synth_area_um2 445 \
    grt_util_met1_pct 5.87 \
    dp.cells 133 \
    hold_depth 4 \
    gp_congestion 0.729 \
    finalHoldViolCount 0 \
    preCtsSetupSlack_ns -1.06 \
    antenna_found_initial 0 \
    globalRouteMet3Util_pct 1.82 \
    detail_route.iter0.violations 12 \
    drive_above_1_share_pct 74.0 \
    n_sequential_cell 0 \
    first_pass_iters 4 \
    first_pass_grt_wire_length_um 2680 \
]
[through the flow]
stage | util [%] | hold slack (ns) | instance area (um^2)
finish | 28.7 | 0.803 | 981
floorplan | - | 0.503 | 502
detailed placement | 20.5 | 1.57 | 702
global placement | 20.5 | 1.58 | 702
global route | 28.7 | 0.821 | 981
CTS | 26.0 | 0.819 | 888
[how the worst max path moves through the flow]
stage | from | endpoint | depth (start not counted)
after CTS | addr[0] | data_out[2] | 6
final | addr[1] | data_out[1] | 7
after global routing | addr[1] | data_out[1] | 7
[area by class of cell]
type               count  area [um^2]  area share, %
inverters              3         23.8           2.42
multi-input cells     52          502           51.1
well taps             46         57.6           5.87
repair buffers        45          398           40.6
[worst max-delay path: cells and delay by family]
| family | cells | cell delay [ns] |
|---|---|---|
| buffers and inverters | 4 | 0.39 |
| adder cells (fa/ha/maj) | 1 | 0.27 |
| AND-OR/OR-AND | 1 | 0.20 |
| AND/OR/NAND/NOR | 1 | 0.04 |
[cells in the final DEF (no fill, tap or decap), drive strengths merged]
cell type	Yosys	final
nor2	1	1
clkdlybuf4s15	0	1
o21bai	1	1
o21ba	1	1
o21ai	2	2
o22a	1	1
a21oi	2	2
nor2b	5	5
o22ai	1	1
ha	6	6
clkbuf	0	1
and2	3	3
inv	3	3
a22o	1	1
nand2	3	3
nand2b	3	3
nor3	2	2
o31ai	2	2
conb	1	16
mux2	2	2
buf	19	43
[layer usage]
| layer | up-vias | share of wire [%] |
|---|---|---|
| met1 | 216 | 41 |
| li1 | 244 | - |
| met4 | 0 | 0 |
| met3 | 0 | 8.8 |
| met2 | 15 | 50 |
| met5 | - | 0 |
[report_power, final]
| group | total, W | switching, W | internal (W) |
|---|---|---|---|
| logic | 0.000307 | 0.000118 | 0.000189 |
| clock network | 0 | 0 | 0 |
| registers | 0 | 0 | 0 |
[repair_timing]
action	in CTS	in global routing
pin swaps	12	5
hold buffers	0	0
resized	112	19
buffers inserted	12	2
endpoints found under the setup margin	16	14
[logic make-up (layout without fill, tap and decap cells)]
family	Yosys count	count (layout)	synth area share (%)
mux	2	2	5.90
other cells	1	16	0.842
simple gates	17	17	21.6
buf+inv	22	48	35.7
compound gates	11	11	19.1
fa+ha+maj	6	6	16.9
